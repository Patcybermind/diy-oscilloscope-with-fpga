==> design.v <==
`default_nettype none
module top
#(
    parameter DELAY_FRAMES = 234  
)
(
    input wire clk,
    input wire uart_rx,
    output wire uart_tx,
    output wire [5:0] led,
    input wire [7:0] adcIn,  
    output wire adcClk
);
    assign adcClk = clk;
    localparam UART_INTERVAL_SEND = 27000000/1000;  
    reg [7:0] dataOut = 'h11;
    reg [3:0] txState = 0;
    reg sendOnLow = 1;
    uart u(
        .clk(clk),
        .uart_rx(uart_rx),
        .uart_tx(uart_tx),
        .led(led), 
        .dataOut(dataOut),
        .sendOnLow(sendOnLow)
    );
    reg [31:0] txIntervalCounter = 0;
    reg [7:0] testNumber = 0;
    always @(posedge clk) begin
    if (txIntervalCounter == UART_INTERVAL_SEND) begin
        txIntervalCounter <= 0;
        sendOnLow <= 0;
        dataOut <= testNumber;
        testNumber <= testNumber + 1'b1;
    end else begin
        txIntervalCounter <= txIntervalCounter + 1;
        sendOnLow <= 1;
    end
end
endmodule
`default_nettype none
module uart
#(
    parameter DELAY_FRAMES = 234,  
    parameter ADC_DELAY_FRAMES = 50000  
)
(
    input wire clk,
    input wire uart_rx,
    output wire uart_tx,
    output reg [5:0] led,
    input wire [7:0] dataOut,  
    input wire sendOnLow
);
    localparam HALF_DELAY_WAIT = (DELAY_FRAMES / 2);
reg [3:0] rxState = 0;
reg [12:0] rxCounter = 0;
reg [2:0] rxBitNumber = 0;
reg [7:0] dataIn = 0;
reg byteReady = 0;
localparam RX_STATE_IDLE = 0;
localparam RX_STATE_START_BIT = 1;
localparam RX_STATE_READ_WAIT = 2;
localparam RX_STATE_READ = 3;
localparam RX_STATE_STOP_BIT = 5;
reg [24:0] txCounter = 0;
reg [3:0] txState = 0;
reg txPinRegister = 1;
reg [2:0] txBitNumber = 0;
reg [3:0] txByteCounter = 0;
assign uart_tx = txPinRegister;
localparam MEMORY_LENGTH = 12;
reg [7:0] testMemory [MEMORY_LENGTH-1:0];
initial begin
    testMemory[0] = "h";
    testMemory[1] = "e";
    testMemory[2] = "l";
    testMemory[3] = "l";
    testMemory[4] = "o";
    testMemory[5] = " ";
    testMemory[6] = "w";
    testMemory[7] = "o";
    testMemory[8] = "r";
    testMemory[9] = "l";
    testMemory[10] = "d";
    testMemory[11] = " ";
end
localparam TX_STATE_IDLE = 0;
localparam TX_STATE_START_BIT = 1;
localparam TX_STATE_WRITE = 2;
localparam TX_STATE_STOP_BIT = 3;
localparam TX_STATE_DEBOUNCE = 4;
always @(posedge clk) begin
    case (txState)
        TX_STATE_IDLE: begin
            if (sendOnLow == 0) begin
                txState <= TX_STATE_START_BIT;
                txCounter <= 0;
                txByteCounter <= 0;
            end
            else begin
                txPinRegister <= 1;
            end
        end 
        TX_STATE_START_BIT: begin
            txPinRegister <= 0;
            if ((txCounter + 1) == DELAY_FRAMES) begin
                txState <= TX_STATE_WRITE;
                txBitNumber <= 0;
                txCounter <= 0;
            end else 
                txCounter <= txCounter + 1'b1;
        end
        TX_STATE_WRITE: begin
            txPinRegister <= dataOut[txBitNumber];
            if ((txCounter + 1) == DELAY_FRAMES) begin
                if (txBitNumber == 3'b111) begin
                    txState <= TX_STATE_STOP_BIT;
                end else begin
                    txState <= TX_STATE_WRITE;
                    txBitNumber <= txBitNumber + 1'b1;
                end
                txCounter <= 0;
            end else 
                txCounter <= txCounter + 1'b1;
        end
        TX_STATE_STOP_BIT: begin
            txPinRegister <= 1;
            if ((txCounter + 1) == DELAY_FRAMES) begin
                    txState <= TX_STATE_DEBOUNCE;
                txCounter <= 0;
            end else 
                txCounter <= txCounter + 1'b1;
        end
        TX_STATE_DEBOUNCE: begin
            if (txCounter == 23'b111111111111111111) begin
                if (sendOnLow == 1) 
                    txState <= TX_STATE_IDLE;
            end else
                txCounter <= txCounter + 1'b1;
        end
    endcase
end
always @(posedge clk) begin
    if (byteReady) begin
        led <= ~dataIn[5:0];
    end
end
always @(posedge clk) begin
    case (rxState)
        RX_STATE_IDLE: begin
            if (uart_rx == 0) begin
                rxState <= RX_STATE_START_BIT;
                rxCounter <= 1;
                rxBitNumber <= 0;
                byteReady <= 0;
            end
        end 
        RX_STATE_START_BIT: begin
            if (rxCounter == HALF_DELAY_WAIT) begin
                rxState <= RX_STATE_READ_WAIT;
                rxCounter <= 1;
            end else 
                rxCounter <= rxCounter + 1'b1;
        end
        RX_STATE_READ_WAIT: begin
            rxCounter <= rxCounter + 1'b1;
            if ((rxCounter + 1) == DELAY_FRAMES) begin
                rxState <= RX_STATE_READ;
            end
        end
        RX_STATE_READ: begin
            rxCounter <= 1;
            dataIn <= {uart_rx, dataIn[7:1]};
            rxBitNumber <= rxBitNumber + 1'b1;
            if (rxBitNumber == 3'b111)
                rxState <= RX_STATE_STOP_BIT;
            else
                rxState <= RX_STATE_READ_WAIT;
        end
        RX_STATE_STOP_BIT: begin
            rxCounter <= rxCounter + 1'b1;
            if ((rxCounter + 1) == DELAY_FRAMES) begin
                rxState <= RX_STATE_IDLE;
                rxCounter <= 0;
                byteReady <= 1;
            end
        end
    endcase
end
endmodule
==> run.sh <==
#!/bin/bash
# OpenROAD 26Q1-2900-gdf79404cd8, Yosys 0.63+post, stock flow scripts
make -C /OpenROAD-flow-scripts/flow DESIGN_CONFIG=/design/flow/config.mk WORK_HOME=/design/flow/orfs finish
==> config.mk <==
export PLATFORM = sky130hd
export DESIGN_NAME = top
export DESIGN_NICKNAME = top
export VERILOG_FILES = /design/flow/design.v
export SDC_FILE = /design/flow/constraint.sdc
export NUM_CORES = 4
export LEC_CHECK = 1
export CORE_UTILIZATION = 40
==> constraint.sdc <==
current_design top

set clk_period 4.4
set clk_io_pct 0.2

create_clock -name clk0 -period $clk_period [get_ports {clk}]

set non_clock_inputs [all_inputs -no_clocks]
set_input_delay [expr $clk_period * $clk_io_pct] -clock clk0 $non_clock_inputs
set_output_delay [expr $clk_period * $clk_io_pct] -clock clk0 [all_outputs]
==> run notes <==
run metrics: Seq share, synth=0.527, CP arrival=around 2.8 ns, min-delay src=u.dataIn[7]$_DFFE_PP_, Total GRT Usage=0.147, input/output buffers=9, Slowest cell on crit path=clkdlybuf4s50_1, WP data required=about 3.5 ns, CTS clk-pin slew, worst paths=roughly 0.050 ns, most frequent logic cell in the layout=edfxtp_1, DRT Pass-1 Iters=4, 1st-iter DRT viols=roughly 260, CP Capture Type=output pin, die width=~120 um, clk_skew=0.00605 ns, Final setup viols=0, WP buf/inv=3, GPL Wtd Cong=approximately 0.9, die height=around 120 um, reg2reg setup slack=about 1.1 ns, clk ins delay skew pair=~0.5 ns, Starting Density=0.409, Yosys Instances=roughly 560, first-pass GRT wire length=17.2 mm, antenna violations before repair=0, Flops after synth=between 100 and 150, Top FF cell, synth=edfxtp_1, R2R depth=8, max incr delay on CP=a little under 0.4 ns, final tally of max-slew violations=0, vias in the first global route=~3.7k, Log Warnings=37, core box area=~0.014 mm^2, worst reg2reg path endpoint=u.txBitNumber[1]$_SDFFCE_PN0P_, crit path to=adcClk, Antenna Nets Post-Route=0, Cell Area, Placed=0.00617 mm^2, CP Cell Sequence=clkbuf_16, clkbuf_16, clkdlybuf4s50_1, setup TNS=0 ns, Tightest Pin Transition=0.808 ns, cell repeated most along the worst path=clkbuf_16, DR WL/cell=approximately 13 um, P_leak=2.40 nW, Critical Path Fanout Max=2, post-route cell area=between 0.006 and 0.007 mm^2, Vias=just under 4k, CTS tree=built, crit path launch=clk, # IOs=18, Post-synth EDFFs=between 80 and 90, share of cells above drive strength 1=0.0979, antenna cells=0, Reg-to-Reg Start=u.txCounter[0]$_DFFE_PP_, stages on the worst setup path=3, Ys Warns=2, critical path class=clk2out, total gr overflow=0, yosys stat chip area=~0.0059 mm^2, DRC violations left=0, Netlist cell types=about 60, maximum vdd drop=around 0.00027 V, Fillers=between 1k and 1.5k, HPWL Detailed=roughly 6.5 mm, Sequential cell area=between 0.003 and 0.004 mm^2, Hold Crit Class=reg2reg, max-cap viol count=0, Hold Buf Count CTS=0, status=complete, no violations, synthesized instance count=approximately 560, FP Rows=between 40 and 50, post-CTS setup buffer count=0, Synth Area per Inst=10.6 um^2, RSZ-0062 raised after global routing=no, Synth-to-Final Area Change=14.2%, most frequent logic cells in the routed design=edfxtp_1, nor2_1, xnor2_1, DR vias/cell=between 5 and 6, synthesized area=about 0.0059 mm^2, Final Hold Fails=0, Hold Slack=0.427 ns, pwr dens=roughly 370 mW/mm^2, largest net degree at the start of global routing=29, Gate Area=approximately 0.0026 mm^2, drt total wl=around 9.8 mm, die area=about 0.015 mm^2, delay-heaviest family, CP=buffers and inverters, CTS-repair resized insts=0, fraction of registers with async set/reset=0, Slew Limit Headroom=0.459, CP startpoint kind=clock port
## Yosys cell counts (all sizes together) (12+ instances only)
| cell | n | area, um^2 |
|---|---|---|
| a21oi | 14 | 70.1 |
| nand2 | 38 | 143 |
| xnor2 | 44 | 385 |
| edfxtp | 82 | 2460 |
| clkbuf | 12 | 45.0 |
| dfxtp | 33 | 661 |
| nor3 | 20 | 120 |
| xor2 | 27 | 236 |
| nor2 | 65 | 244 |
| nand4 | 24 | 171 |
| nor4 | 16 | 136 |
| o21ai | 14 | 70.1 |
| nand3 | 36 | 185 |
| inv | 23 | 86.3 |
## where the power goes
| group | internal (mW) | switching [mW] | leakage, nW |
|---|---|---|---|
| Clock | 0.885 | 0.452 | 0.303 |
| Combinational | 0.00750 | 0.00823 | 0.940 |
| Sequential | 1.15 | 0.00625 | 1.16 |
| Total | 2.05 | 0.467 | 2.40 |
## layer usage
metal / wire length, um / share of wire / vias to the layer above / GRT usage
met5: 0 / 0 / - / 0
met4: 175 / 0.018 / 0 / 0.0264
met3: 359 / 0.036 / 12 / 0.0411
met2: 4250 / 0.43 / 48 / 0.209
met1: 5050 / 0.51 / 1820 / 0.238
li1: - / - / 2049 / -
## worst min path at each step
stage | end | slack, ns | cells past startpoint
6_report | u.dataIn[6]$_DFFE_PP_ | 0.43 | 0
5_1_grt | u.dataIn[6]$_DFFE_PP_ | 0.44 | 0
4_1_cts | u.dataIn[6]$_DFFE_PP_ | 0.43 | 0
## sequential cells by signal, summed over array words and instances (netlist names)
register,count
u.txPinRegister,1
u.led,6
u.dataIn,8
testNumber,8
dataOut,8
txIntervalCounter,32
u.txCounter,25
u.txState,3
sendOnLow,1
u.rxState,3
u.byteReady,1
u.rxCounter,13
u.txBitNumber,3
u.rxBitNumber,3
## layout make-up
class | instances | share of cell area
clock buffer | 29 | 0.0844
clock inverter | 7 | 0.00518
inverter | 23 | 0.0128
multi-input combinational | 397 | 0.387
sequential | 115 | 0.462
tap | 184 | 0.0340
timing repair buffer | 11 | 0.0152
## cells by family (layout without fill, tap and decap cells)
| group | count (synthesis) | after routing | share of synthesized area |
|---|---|---|---|
| AND-OR/OR-AND | 54 | 54 | 0.0602 |
| flip-flops | 115 | 115 | 0.527 |
| multiplexers | 6 | 6 | 0.0146 |
| AND/OR/NAND/NOR | 255 | 255 | 0.237 |
| XOR/XNOR | 71 | 71 | 0.105 |
| adder cells (fa/ha/maj) | 11 | 11 | 0.0232 |
| buffers and inverters | 45 | 70 | 0.0323 |
## metrics by stage
stage               cells  utilization  total power [mW]  worst slack [ns]
floorplan             557            -              1.20              1.22
global route          766        0.467              2.61             0.666
CTS                   766        0.467              2.55             0.669
global placement      731        0.426              1.21             0.953
detailed placement    731        0.426              1.21             0.953
finish                766        0.467              2.51             0.679
Power and IR drop assume default switching activity.
